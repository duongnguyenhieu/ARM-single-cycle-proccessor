**flow/design.v**
```verilog
module Register_file(
    input         clk,
    input         WE3,           
    input  [3:0]  A1,            
    input  [3:0]  A2,            
    input  [3:0]  A3,            
    input  [31:0] R15,           
    input  [31:0] WD3,           
    output [31:0] RD1,           
    output [31:0] RD2            
);
    reg [31:0] rf[0:15];
    integer i;
    assign RD1 = (A1 == 4'd15) ? R15 : rf[A1];
    assign RD2 = (A2 == 4'd15) ? R15 : rf[A2];
    always @(posedge clk) begin
        if (WE3 && (A3 != 4'd15)) begin
            rf[A3] <= WD3;
        end
    end
    initial begin
        for (i = 0; i < 16; i = i + 1)
            rf[i] = 32'b0;
    end
endmodule
```
**flow/run.sh**
```bash
#!/bin/bash
# OpenROAD 26Q1-2900-gdf79404cd8, Yosys 0.63+post, stock flow scripts
make -C /OpenROAD-flow-scripts/flow DESIGN_CONFIG=/design/flow/config.mk WORK_HOME=/design/flow/orfs finish
```
**flow/config.mk**
```make
export PLATFORM = sky130hd
export DESIGN_NAME = Register_file
export DESIGN_NICKNAME = Register_file
export VERILOG_FILES = /design/flow/design.v
export SDC_FILE = /design/flow/constraint.sdc
export NUM_CORES = 4
export LEC_CHECK = 1
export CORE_UTILIZATION = 50
```
**flow/constraint.sdc**
```tcl
current_design Register_file

set clk_period 5.9
set clk_io_pct 0.2

create_clock -name clk0 -period $clk_period [get_ports {clk}]

set non_clock_inputs [all_inputs -no_clocks]
set_input_delay [expr $clk_period * $clk_io_pct] -clock clk0 $non_clock_inputs
set_output_delay [expr $clk_period * $clk_io_pct] -clock clk0 [all_outputs]
```
==> flow_summary_export.csv <==
group,metric,value,unit
outcome,status,"completed",
synthesis,flop_cell,"edfxtp_1",
synthesis,avgSynthCellArea,16.6,um^2
worst_setup_path,cp.required,4.72,ns
global_routing,grt_overflow,0,
synthesis,netlist.area_leader.share,63.8,%
worst_setup_path,critical_path.top_delay_family,"buffers and inverters",
power,clock_power_share,40.5,%
clock_network,clock_sinks,511,
placement,place_inst,2175,
detailed_routing,drc_errors,0,
worst_setup_path,max_stage_delay,0.79,ns
synthesis,ys_ff,511,
clock_network,htreeDepth,2,
final_layout,syn_to_final_growth,16.6,%
synthesis,synthCells,1447,
global_routing,antenna_found_initial,1,
clock_network,cts_max_path_buffers,3,
synthesis,mappedNetlistArea,24100,um^2
synthesis,async_reset_ff_share,0,%
final_layout,post_route_cells_drive_above_1_share,18.7,%
synthesis,synthSimpleGateAreaFrac,4.46,%
sta,hold_slack,1.46,ns
clock_network,cts_tree,"yes",
clock_network,postCtsSetupRepairBufs,0,
worst_setup_path,crit_slowest_cell,"clkdlybuf4s50_1",
detailed_routing,drt_iter0_drc,857,
clock_network,cts_resized,0,
final_layout,top_regs,"rf: 511 flops",
floorplanning,die_w,221,um
synthesis,yosysWarnings,1,
synthesis,ys_sh_adder,0,%
sta,hold_viol,0,
floorplanning,core_area,47600,um^2
clock_network,clk_pin_slew,0.06,ns
final_layout,final_area,28000,um^2
synthesis,compound_area_share,6.61,%
power,p_sw,1.81,mW
floorplanning,rows,80,
power,p_sw_share,21.9,%
worst_setup_path,crit_path_end_kind,"output port",
detailed_routing,firstDrtPassIters,5,
synthesis,edf_count,511,
power,power_density,295,nW/um^2
floorplanning,fp-utilization,50.5,%
synthesis,yosysCellCount,1447,
clock_network,cts_buffers,54,
worst_setup_path,crit_type,"input port to output port",
synthesis,largest_area_cell,"edfxtp_1",
floorplanning,die_y,221,um
final_layout,largest_reg_flops,511,
power,p_int,6.46,mW
worst_setup_path,cp_data_arrival_time,3.70,ns
clock_network,root_buffer,"clkbuf_16",
sta,tightest_slew,0.886,ns
job,drv_cap,0,
synthesis,yosys-stat-area,24100,um^2
sta,fin_tns_setup,0,ns
global_routing,grt_pass1_vias,15400,
hold_path,min_from,"WD3[30]",
sta,slew_viol_final,0,
detailed_routing,vias_per_cell,6.38,
power,combPwrFrac,9.7,%
detailed_routing,postRouteAntennaNets,0,
detailed_routing,wl_per_cell,28.5,um
floorplanning,die_area,49000,um^2
sta,slew_headroom,40.7,%
power,vdd_ir_drop_max,0.000240,V
global_routing,track_usage,29.8,%
hold_path,whs_endpoint,"rf[2][30]",
power,p_leak,9.49,nW
power,fin_total_pwr,8.27,mW
sta,setup_violations,0,
placement,place_congestion,0.844,
global_routing,grt_pass1_wl,95.0,mm
worst_setup_path,path_max_fanout,16,
global_routing,grt_max_degree,75,
hold_path,min_path_cells,1,
detailed_routing,antennaDiodeCount,0,
detailed_routing,drt_wl_total,64.8,mm
worst_setup_path,crit_path_frequent_cell,"clkdlybuf4s50_1",
sta,period_used_share,82.6,%
synthesis,top_logic_kind,"multiplexers",
sta,fmax,205,MHz
detailed_routing,routed-via-count,14500,
worst_setup_path,worstPathCellList,"clkdlybuf4s50_1 -> or3b_1 -> buf_4 -> o22ai_1 -> nor3_1 -> a21oi_1 -> clkdlybuf4s50_1",
placement,portBuffers,141,
synthesis,synth_cell_types,29,
sta,rsz0062_at_grt,"no",
clock_network,cts_hold_buffers,0,
synthesis,xor_share,0,%
job,warning_count,25,
floorplanning,ioPinCount,142,
synthesis,ys_seq_share,63.8,%
synthesis,top_cells_by_count,"edfxtp_1 (511), mux2i_1 (186), nor2_1 (136), o22ai_1 (93), mux4_2 (89)",
synthesis,synth.area.top_cells,"edfxtp_1 (64%), mux4_2 (8.3%), mux2i_1 (7.7%)",
placement,placed_area,26300,um^2
synthesis,mux_share,22.4,%
placement,dp_hpwl,36.7,mm
power,p_seq_share,49.8,%
sta,finalCriticalPeriod,4.88,ns
hold_path,worst_hold_path_type,"input port to flip-flop",
worst_setup_path,crit_buf_inv,3,
worst_setup_path,worstSetupStartpointType,"input port",
synthesis,top_cell,"edfxtp_1",
final_layout,registers.top_by_ff_count,"rf",
final_layout,fin_cells,2277,
## worst max-delay path by stage
stage	start	end	cells after the start
CTS	A1[3]	RD1[26]	6
global route	A1[0]	RD1[21]	6
finish	A1[3]	RD1[3]	7
## per-layer routing
metal / vias to the layer above / share of wire, % / global-route usage [%]
met4: 6 / 3.1 / 7.42
met5: - / 0.17 / 1.47
li1: 6313 / - / -
met1: 7154 / 34 / 40.3
met2: 915 / 49 / 44.6
met3: 150 / 14 / 17.5
## power groups by stage
stage | Sequential (mW) | Clock [mW] | Combinational (mW)
after CTS | 4.12 | 3.40 | 0.805
after global routing | 4.13 | 3.54 | 0.857
final | 4.12 | 3.35 | 0.800
## cells by family (layout without fill, tap and decap cells)
family,after synthesis,after routing
and+or+nand+nor,220,220
buffers and inverters,116,301
other,1,31
AOI/OAI and AO/OA,248,248
muxes,351,351
DFF,511,511
## stage by stage
stage | utilization (%) | setup slack [ns]
after global routing | 58.9 | 0.891
after detailed placement | 55.2 | 1.03
after floorplan | - | 1.54
after global placement | 55.2 | 1.06
final | 58.9 | 1.02
after CTS | 58.9 | 1.03
## layout make-up
| class | instances | area, um^2 |
|---|---|---|
| Sequential cell | 511 | 15300 |
| Fill cell | 3538 | 19600 |
| Timing Repair Buffer | 199 | 1890 |
| Tap cell | 615 | 769 |
| Clock buffer | 80 | 1510 |
| Clock inverter | 22 | 229 |
| Multi-Input combinational cell | 850 | 8300 |
## placed cells by master (no fill, tap or decap)
| cell | instances |
|---|---|
| a21oi_1 | 62 |
| a22oi_1 | 31 |
| buf_12 | 4 |
| buf_2 | 2 |
| buf_4 | 57 |
| buf_8 | 1 |
| bufinv_16 | 5 |
| clkbuf_1 | 23 |
| clkbuf_16 | 57 |
| clkbuf_8 | 1 |
| clkdlybuf4s50_1 | 134 |
| clkinv_1 | 7 |
| clkinv_2 | 9 |
| clkinvlp_4 | 1 |
| conb_1 | 31 |
| edfxtp_1 | 511 |
| mux2_2 | 31 |
| mux2i_1 | 186 |
| mux4_1 | 45 |
| mux4_2 | 89 |
| nand2_1 | 2 |
| nand2_2 | 1 |
| nand2b_1 | 2 |
| nand2b_2 | 1 |
| nand3_1 | 1 |
| nand3_2 | 1 |
| nand3b_1 | 4 |
| nand4_1 | 2 |
| nor2_1 | 124 |
| nor2_4 | 12 |
| nor2b_4 | 1 |
| nor3_1 | 31 |
| nor3_2 | 4 |
| o21ai_0 | 31 |
| o22ai_1 | 93 |
| o32a_1 | 31 |
| or3b_1 | 1 |
| or3b_2 | 33 |
Power is estimated from default activity; no workload was simulated.
