File: design/flow/config.mk
export PLATFORM = sky130hd
export DESIGN_NAME = data_mem
export DESIGN_NICKNAME = data_mem
export VERILOG_FILES = /design/flow/design.v
export SDC_FILE = /design/flow/constraint.sdc
export NUM_CORES = 4
export LEC_CHECK = 1
export CORE_UTILIZATION = 30
export SYNTH_MEMORY_MAX_BITS = 65536
File: design/flow/constraint.sdc
current_design data_mem

set clk_period 70.2
set clk_io_pct 0.2

create_clock -name clk0 -period $clk_period [get_ports {clk}]

set non_clock_inputs [all_inputs -no_clocks]
set_input_delay [expr $clk_period * $clk_io_pct] -clock clk0 $non_clock_inputs
set_output_delay [expr $clk_period * $clk_io_pct] -clock clk0 [all_outputs]
File: design/flow/design.v
module data_mem(
  input clk,
  input WE,                 
  input [31:0] A,           
  input [31:0] WD,          
  output reg [31:0] ReadData  
);
  reg [31:0] ram [0:255];
  integer i;
  initial begin
    for (i = 0; i < 256; i = i + 1)
      ram[i] = 32'b0;
  end
  always @(posedge clk) begin
    if (WE)
      ram[A[9:2]] <= WD;  
  end
  always @(*) begin
    ReadData = ram[A[9:2]];
  end
  endmodule 
File: design/flow/run.sh
#!/bin/bash
# OpenROAD 26Q1-2900-gdf79404cd8, Yosys 0.63+post, stock flow scripts
make -C /OpenROAD-flow-scripts/flow DESIGN_CONFIG=/design/flow/config.mk WORK_HOME=/design/flow/orfs finish
==> out/summary.log <==
[status] status completed
[synth] Post-Syn Area 308,000 um2
[floorplan] DIE HEIGHT 1.02 mm
[pwr] Clock Power Share 41.0%
[pwr] part of the power in combinational logic 4.8%
[clocking] post-CTS clock slew at the launch and capture registers of the worst setup and hold paths 0.06 ns
[clocking] total setup buffers inserted after CTS 0
[place] Place WS 33.84 ns
[clocking] deepest level of the CTS H-tree 6
[floorplan] Die Wd 1.02 mm
[clocking] clock sinks 8,192
[global_route] largest net degree at the start of global routing 95
[setup_path] type of destination of the critical path output pin
[worst_hold_path] worst hold path class in -> reg
[place] final weighted congestion in routability-driven placement 0.892
[finish] share of final-layout standard cells stronger than drive strength 1 29.8%
[timing] setup repair after global routing missed its margin false
[pwr] leakage component of the power 107 nW
[timing] Worst Hold Margin 13.23 ns
[routing] iteration tally of the first detailed-router pass 7
[floorplan] number of top-level pins 98
[floorplan] chip area 1,030,000 um2
[clocking] TritonCTS Buffers 806
[timing] count of final hold-check violations 0
[global_route] wire length of the first global-routing pass 1170 mm
[timing] final critical path time including I/O delays and setup 36.05 ns
[routing] Routed WL 823 mm
[clocking] CTS tree built
[synth] number of warnings printed during yosys synthesis 1
[setup_path] highest fanout seen on the critical path 62
[setup_path] critical path launch point type input port
[timing] max-slew violations 0
[pwr] internal portion of total power 7.82 mW
[timing] measured slew at the worst slew-check pin 1.17 ns
[timing] FMAX 0.0277 GHz
[pwr] overall power after layout 9.95 mW
[worst_hold_path] cell depth of the worst hold path 1
[timing] cycle use final 51.4%
[synth] instance count of the mapped netlist 13,100
[pwr] sw frac 21.5%
[routing] detailed-route vias per instance 5.09
[routing] Residual DRC 0
[place] placed cell areas 333,000 um2
[global_route] remaining global-route overflow 0
[place] DPL Wire Length 467 mm
[pwr] peak supply drop 0.0278 mV
[timing] final setup margin 34.15 ns
[synth] yosys stat area 308,000 um2
[global_route] initial antenna violation count 35
[global_route] vias in the first global route 162,000
[routing] post-route ant nets 0
[synth] top cells by area, synth sky130_fd_sc_hd__edfxtp_1 (80%), sky130_fd_sc_hd__mux4_2 (15%), sky130_fd_sc_hd__a22oi_1 (2.5%)
[synth] Synth cell types 21
[flow_run] tool warnings 50
[synth] number of register bits inferred by synthesis 8,192
[finish] number of standard cells in the layout, taps in and fillers out 28,300
[routing] iteration-0 DRC count of the detailed router 9,412
[synth] Synth Area per Inst 23.6 um2
[flow_run] # Max-Cap Violations 0
[synth] most used standard cells in the synthesized netlist sky130_fd_sc_hd__edfxtp_1 (8,192), sky130_fd_sc_hd__mux4_2 (2,048), sky130_fd_sc_hd__a22oi_1 (1,024)
[synth] cell count in the Yosys report 13,100
[routing] routed wire length per instance 29.0 um
[floorplan] standard-cell rows 372
[timing] Setup TNS Final 0 ns
[finish] summed area of non-filler cells in the final layout 357,000 um2
[pwr] fraction of power consumed by sequential logic 54.2%
[synth] number of enable-type register cells in the synthesized netlist 8,192
[pwr] net switching power 2.14 mW
[global_route] all-layer global routing usage 17.0%
[floorplan] Core Region 1,030,000 um2
[place] number of buffer cells added on primary ports 73
[timing] # setup viols final 0
[clocking] hold buffers post-CTS 0
[synth] share of Yosys cell area claimed by the top area cell type 79.8%
[floorplan] Core Density at Floorplan 30.1%
[synth] post-synthesis async set-or-reset flop share 0%
[synth] top cell type by instance count after synthesis sky130_fd_sc_hd__edfxtp_1
[pwr] areal power density over the cells 27.8 nW/um2
[clocking] Post-CTS Resized 0
[finish] Post-Route Utilization 34.9%
[setup_path] WP data required 56.16 ns
[synth] fraction of the yosys area taken by sequential cells 79.8%
[clocking] Clock Tree Buf Depth 4
[timing] worst slew margin relative to its limit 21.9%
[finish] layout-stage area growth over the synthesis result 15.9%
[setup_path] arrival time at the worst endpoint 22.01 ns
[routing] total number of vias 144,000
[finish] number of flip-flops under the largest register name 8,192
[synth] cell taking the most area after synthesis sky130_fd_sc_hd__edfxtp_1
[synth] primary flip-flop cell chosen by synthesis mapping sky130_fd_sc_hd__edfxtp_1
[clocking] clock root buffer master sky130_fd_sc_hd__clkbuf_16
[place] dpl cells 26,800
[setup_path] critical setup path kind in -> out
-- critical path: stages --
cell and delay (ns):
sky130_fd_sc_hd__buf_16 0.35, sky130_fd_sc_hd__buf_4 0.65, sky130_fd_sc_hd__buf_4 0.61, sky130_fd_sc_hd__buf_12 0.49, sky130_fd_sc_hd__buf_4 0.59, sky130_fd_sc_hd__buf_4 0.58, sky130_fd_sc_hd__buf_4 0.60, sky130_fd_sc_hd__buf_4 0.60
sky130_fd_sc_hd__mux4_2 0.59, sky130_fd_sc_hd__a22oi_1 0.41, sky130_fd_sc_hd__a21oi_1 0.12, sky130_fd_sc_hd__buf_4 0.19, sky130_fd_sc_hd__o41ai_1 0.35, sky130_fd_sc_hd__nand4_1 0.65, sky130_fd_sc_hd__buf_4 0.38, sky130_fd_sc_hd__clkdlybuf4s50_1 0.41
-- placed cells by master, fill, tap and decap left out, drive strengths merged --
cell	instances
diode	38
edfxtp	8192
clkinv	363
clkinvlp	11
nand3	13
clkdlybuf4s50	39
bufinv	37
nand4	32
nor2	232
nor3	30
a22oi	1024
clkbuf	1013
nand2	28
nor2b	7
inv	28
and2	3
mux4	2048
buf	891
a21oi	512
or3	1
nand2b	6
o41ai	128
or2	2
-- logic make-up after synthesis --
kind of cell / count (synthesis) / share of synthesized area [%]
mux: 2048 / 15.0
buf+inv: 797 / 1.09
compound gates: 1664 / 3.69
simple gates: 354 / 0.490
flops: 8192 / 79.8
-- per-layer routing --
layer	vias up	share of wire, %	GRT usage (%)
met2	10100	47	25.3
met3	1366	19	14.7
met1	73800	29	16.7
met4	21	5.1	6.68
met5	-	0.071	0.722
li1	58900	-	-
-- layout make-up --
class	instances	area, um2
Tap cell	13700	17100
Sequential cell	8192	246000
Timing Repair Buffer	930	7600
Multi-Input combinational cell	4066	61800
Inverter	1	3.75
Clock buffer	1013	21100
Clock inverter	438	3730
Fill cell	92300	668000
Antenna cell	38	95.1
-- power by group through the flow --
stage / registers (mW) / logic (mW) / clock network [mW]
after global routing: 5.39 / 0.509 / 4.33
after CTS: 5.39 / 0.482 / 4.15
final: 5.39 / 0.476 / 4.08
-- final timing paths --
path	from	end	slack, ns
min	WD[5]	ram[120][5]	13.23
max	A[2]	ReadData[27]	34.15
Power and IR drop assume default switching activity.
