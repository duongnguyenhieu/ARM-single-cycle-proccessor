==> design/flow/design.v <==
module alu (
    input  [31:0] A,   
    input  [31:0] B,    
    input  [1:0]  ALUControl,
    output reg  [31:0] Result,
    output reg         N,     
    output reg         Z,     
    output reg         C,     
    output reg         V      
);
     reg [32:0] temp;
  always @(*) begin
   case( ALUControl)
    2'b00: begin
     temp = {1'b0, A} + {1'b0, B};
     Result = A+B;
    end
    2'b01: begin
     temp = {1'b0, A} - {1'b0, B};
     Result = A-B;
    end
    2'b10: begin
     Result = A & B;
    end
    2'b11: begin
     Result = A | B;
    end
   endcase
    C = ~ALUControl[1] & temp[32];
    V =  ~(A[31]^B[31]^ALUControl[0]) & (A[31]^Result[31])&~ALUControl[1];
    N =  Result[31];
    Z = (Result==0);
  end
endmodule
==> design/flow/run.sh <==
#!/bin/bash
# OpenROAD 26Q1-2900-gdf79404cd8, Yosys 0.63+post, stock flow scripts
make -C /OpenROAD-flow-scripts/flow DESIGN_CONFIG=/design/flow/config.mk WORK_HOME=/design/flow/orfs finish
==> design/flow/config.mk <==
export PLATFORM = sky130hd
export DESIGN_NAME = alu
export DESIGN_NICKNAME = alu
export VERILOG_FILES = /design/flow/design.v
export SDC_FILE = /design/flow/constraint.sdc
export NUM_CORES = 4
export LEC_CHECK = 1
export CORE_UTILIZATION = 30
==> design/flow/constraint.sdc <==
current_design alu

set clk_period 13.9
set clk_io_pct 0.2

create_clock -name clk0 -period $clk_period

set non_clock_inputs [all_inputs -no_clocks]
set_input_delay [expr $clk_period * $clk_io_pct] -clock clk0 $non_clock_inputs
set_output_delay [expr $clk_period * $clk_io_pct] -clock clk0 [all_outputs]
==> flow_summary_export.csv <==
group,metric,value,unit
place,hpwl,10450,um
routing,routed_wirelength,12780,um
clock_tree,post_cts_buffers,0,
run_status,status,"complete, no violations",
yosys,ys_cells,516,
grt,grt_use_met2,0.3876,
floorplan,fp_util,0.3092,
power_and_ir_drop,switching_power,0.1298,mW
floorplan,die_h,107.9,um
timing,fin_crit,10.86,ns
routing,via_per_inst,5.651,
clock_tree,cts_hold_buf,0,
routing,vias,4125,
routing,diodes,0,
final_layout,seq_cell_count,0,
timing,finalCritPeriodShare,0.7812,
critical_path,critPathMaxFanout,43,
routing,drt_first_pass_iters,5,
grt,grtUsageTotal,0.2233,
yosys,ys_seq_share,0,
yosys,synthDistinctLibCells,64,
routing,routedWlPerCell,17.51,um
timing,worst_pin_slew,0.7048,ns
flow_run,tool_warnings,35,
yosys,most_common_cell,"a21oi_1",
final_layout,nClkBuffers,0,
grt,grt.met1_usage,0.3002,
grt,antenna_found_initial,0,
floorplan,io_pins,102,
critical_path,crit_path_cell_trace,"clkdlybuf4s50_1 > buf_4 > nand2_1 > o21ai_0 > inv_1 > ha_1 > nor2b_1 > o2111ai_1 > a21oi_1 > o311ai_0 > nand3_1 > a311oi_1 > xor2_1 > o21ai_0 > xnor2_1 > nor3_1 > clkdlybuf4s50_1",
timing,fmax,0.09210,GHz
final_layout,nFillCells,1132,
power_and_ir_drop,p_per_area,56.52,nW/um^2
timing,rsz0062_at_grt,"no",
grt,grt_max_degree,63,
timing,max_slew_margin,0.5261,
floorplan,die_area,11650,sq um
critical_path,max_stage_delay,0.50,ns
power_and_ir_drop,seq_power_share,0,
final_layout,regArea,0,sq um
grt,met3_usage,0.01043,
clock_tree,cts_resized,0,
yosys,top_cells_by_area,"ha_1, a21oi_1, xnor2_1",
power_and_ir_drop,p_int,0.1218,mW
grt,overflow,0,
power_and_ir_drop,switching_share,0.5159,
timing,setup_tns,0,ns
timing,drv_slew,0,
floorplan,fp.coreArea,10890,sq um
power_and_ir_drop,power_frac_comb,1.000,
routing,final_antenna_net_count,0,
grt,grt_pass1_vias,3946,
yosys,syn_avg_cell_area,6.525,sq um
timing,hold_slack,6.566,ns
routing,drt_iter0_drc,235,
final_layout,area_delta_synth_final,32.22,%
power_and_ir_drop,p_leak,1.745,nW
yosys,netlist_area,3367,sq um
power_and_ir_drop,power,0.2516,mW
power_and_ir_drop,clockPowerShare,0,
final_layout,final_layout_size_suffix_gt1_frac,0.02034,
floorplan,rows,38,
grt,top_usage_layer,"met2",
critical_path,crit_slowest_cell,"o311ai_0",
critical_path,endpoint_kind,"primary output",
timing,finalSetupViolations,0,
place,portBuffers,102,
yosys,yosysChipArea,3367,sq um
yosys,synth_cells,516,
yosys,yosys_warnings,1,
place,gp_congestion,1.009,
timing,finalHoldViolations,0,
yosys,synthTopCellsByCount,"a21oi_1, o21ai_0, nand2_1, ha_1, nor2_1",
critical_path,path_class,"in -> out",
yosys,largest_area_cell,"ha_1",
flow_run,max-cap-violations,0,
final_layout,logic_area,3159,sq um
yosys,top_cell_area_share,0.1375,
critical_path,cp.required,11.12,ns
critical_path,cp.arrival,8.08,ns
routing,drc,0,
power_and_ir_drop,max-vdd-ir-drop,0.00002621,V
grt,grt_pass1_wl,20260,um
critical_path,setup.worst_path.start_class,"input pin",
hold_path,hold_class,"in -> out",
floorplan,die_x,107.9,um
## final timing paths
kind / start / to / cells after the start
min: ALUControl[1] / Result[2] / 5
max: ALUControl[0] / V / 17
## final cells by class
| type | count | area share |
|---|---|---|
| inverters | 21 | 0.01771 |
| multi-input cells | 464 | 0.7097 |
| well taps | 140 | 0.03935 |
| repair buffers | 105 | 0.2333 |
## layout by cell type, fill, tap and decap left out, types with 7 or more instances in the layout
master,instances
clkdlybuf4s50_1,101
a21oi_1,56
o21ai_0,50
nand2_1,44
nor2_1,37
ha_1,37
xnor2_1,29
xor2_1,25
inv_1,20
maj3_1,17
a21o_1,16
nor3_1,15
nand3_1,11
nand4_1,11
nor2b_1,8
o31ai_1,8
o22ai_1,8
o211ai_1,8
or3_1,7
## power groups by stage
stage	logic, mW	clock network [mW]	registers, mW
5_1_grt	0.277	0	0
4_1_cts	0.251	0	0
6_report	0.252	0	0
## worst max-delay path, delay by kind of cell
| kind | cells | cell delay, ns |
|---|---|---|
| AOI/OAI and AO/OA | 6 | 2.26 |
| xor gates and xnor gates | 2 | 0.21 |
| adders and majority gates | 1 | 0.27 |
| buffers and inverters | 4 | 1.45 |
| and+or+nand+nor | 4 | 1.10 |
## cells by family (layout without fill, tap and decap cells)
kind of cell               count (synthesis)  count (layout)  synth area share
muxes                                      4               4           0.01263
and+or+nand+nor                          161             161            0.2393
adders and majority gates                 57              57            0.2007
AOI/OAI and AO/OA                        188             188            0.3452
buffers and inverters                     52             126           0.06168
xor gates and xnor gates                  54              54            0.1405
## through the flow
stage	utilization	setup slack, ns	instances	area (sq um)
after global routing	0.4089	2.597	730	4452
final	0.4089	3.042	730	4452
after detailed placement	0.4089	3.074	730	4452
after global placement	0.4089	3.136	730	4452
after floorplan	-	4.274	516	3367
after CTS	0.4089	3.066	730	4452
## layer usage
metal  wire (um)  part of all wire
met1        5824              0.46
met2        6017              0.47
met3         548             0.043
met4         388             0.030
met5           0                 0
Power is estimated from default activity; no workload was simulated.
